[./config.mk]
export PLATFORM = sky130hd
export DESIGN_NAME = addsub
export DESIGN_NICKNAME = addsub
export VERILOG_FILES = /design/flow/design.v
export SDC_FILE = /design/flow/constraint.sdc
export NUM_CORES = 4
export LEC_CHECK = 1
export CORE_AREA = 10 10 70 70
export DIE_AREA = 0 0 80 80
[./constraint.sdc]
current_design addsub

set clk_period 3.6
set clk_io_pct 0.2

create_clock -name clk0 -period $clk_period

set non_clock_inputs [all_inputs -no_clocks]
set_input_delay [expr $clk_period * $clk_io_pct] -clock clk0 $non_clock_inputs
set_output_delay [expr $clk_period * $clk_io_pct] -clock clk0 [all_outputs]
[./design.v]
module full_adder(
    input a,
    input b,
    input cin,
    output s,
    output c);
wire y1,y2,y3;
xor(y1,a,b);
and(y2,a,b);
xor(s,y1,cin);
and(y3,y1,cin);
or(c,y2,y3);
endmodule
module addsub (
    input [3:0] A,
    input [3:0] B,
    input  M,
    output [3:0] S,
    output  C
);
wire Y1,Y2,Y3,Y4,S0,C1,S1,S2,C2,C3,S3;
xor(Y1,B[0],M);
full_adder f0 (A[0],Y1,M,S0,C1);
xor(Y2,B[1],M);
full_adder f1(A[1],Y2,C1,S1,C2);
xor(Y3,B[2],M);
full_adder f2(A[2],Y3,C2,S2,C3);
xor(Y4,B[3],M);
full_adder f3(A[3],Y4,C3,S3,C);
assign S[0]=S0;
assign S[1]=S1;
assign S[2]=S2;
assign S[3]=S3;
endmodule
[./run.sh]
#!/bin/bash
# OpenROAD 26Q1-2900-gdf79404cd8, Yosys 0.63+post, stock flow scripts
make -C /OpenROAD-flow-scripts/flow DESIGN_CONFIG=/design/flow/config.mk WORK_HOME=/design/flow/orfs finish
==> qor.csv <==
metric,value,unit
status,"finished, final reports clean",
pwr-share-seq,0,%
p_leak,0.133,nW
dp_cells,75,
yosys_area,154,um2
fillCellCount,412,
initial_utilization,4.51,%
diodes,0,
post_cts_buffers,0,
synth.distinct_cells,6,
fin_area,337,um2
die_w,80,um
comb_power_share,100.0,%
wl,508,um
ios,14,
grt_pass1_wl,710,um
hold_buffers,0,
wl_per_cell,6.77,um
slew_headroom,86.3,%
antenna_found_initial,0,
min-delay-start,A[3],
final.setup.worst_slack,0.106,ns
post-route-period-util,97.0,%
syn_inst,17,
cp-end-kind,output port,
grt_pass1_vias,146,
core,0.00342,mm2
final_util,9.85,%
vias_per_cell,1.69,
ctsResizeCount,2,
whs_path_depth,3,
fin_crit,3.49,ns
seq_cell_count,0,
drc,0,
internal_power,0.0343,mW
p_clk_share,0,%
worstPathMaxFanout,1,
drv_slew,0,
nClkBuffers,0,
rsz0062_at_grt,no,
cap_violations,0,
dr.pass1.iters,1,
chip_area,0.00640,mm2
seq_area,0,um2
vias,127,
drive_gt1_share,10.3,%
pre_cts_ws,-0.242,ns
layout.cells.non_filler,75,
hold_violations,0,
worstHoldEndpoint,S[3],
cp.arrival,2.77,ns
ys_cells,17,
grt_max_degree,4,
critical_path_class,primary input to output port,
synth_area,154,um2
ys_seq_share,0,%
start_kind,primary input,
groute.usage.overall,1.42,%
grt_overflow,0,
rows,21,
vdd_drop_max,43.2,uV
final_cell_mix,"clkdlybuf4s50_1 (12), inv_1 (5)",
drt_iter0_markers,0,
fmax,286,MHz
die_h,80,um
finalSetupViolCount,0,
synth_area_per_cell,9.05,um2
critPathRequiredTime,2.88,ns
syn2layout_area_growth,119,%
openroad.warnings,32,
switching_share,32.3,%
tightest_slew,0.204,ns
routabilityCongestion,0.694,
postRouteAntennaNets,0,
port_buffers,14,
worstHoldPathType,primary input to output port,
ys_warn_count,0,
p_switching,0.0164,mW
powerDensity,151,mW/mm2
dpl_cell_area,337,um2
lay_top_count,clkdlybuf4s50_1,
-- synthesized netlist by cell type --
master | count | share of area (%)
xor2_1 | 2 | 11
xnor2_1 | 2 | 11
buf_4 | 4 | 20
fa_1 | 3 | 39
inv_1 | 5 | 12
mux2i_1 | 1 | 6.5
-- power groups by stage --
stage / registers, mW / logic (mW) / clock network (mW)
CTS: 0 / 0.0519 / 0
global route: 0 / 0.0572 / 0
finish: 0 / 0.0507 / 0
-- cell type report --
class                           instances  area, um2  share of cell area, %
Timing Repair Buffer                   16        153                   45.4
Tap cell                               46       57.6                   17.1
Inverter                                5       18.8                   5.58
Multi-Input combinational cell          8        108                   32.0
-- routing by layer --
metal	track usage, %	share of wire (%)
met5	0	0
met4	0	0
met3	1.02	15
met1	2.67	66
met2	0.963	19
-- through the flow --
step	total power, mW	hold slack [ns]	setup TNS [ns]
floorplan	0.0253	1.55	0
global placement	0.0538	2.42	-0.220
detailed placement	0.0545	2.42	-0.242
CTS	0.0519	2.34	0
global route	0.0572	2.35	0
finish	0.0507	2.33	0
-- cells by family after synthesis --
logic type	share of synthesized area [%]
mux	6.50
xor+xnor	22.8
buf+inv	31.7
fa+ha+maj	39.0
-- how the worst max path moves through the flow --
stage | endpoint | cells past startpoint | startpoint | slack, ns
after CTS | S[3] | 7 | B[1] | 0.03
after global routing | S[3] | 7 | B[1] | 0.04
final | S[3] | 7 | B[1] | 0.11
-- critical path, stage by stage --
cell and delay, ns:
clkdlybuf4s50_1 0.43, xnor2_1 0.15, fa_2 0.37, fa_1 0.36
inv_1 0.07, fa_1 0.40, dlygate4sd2_1 0.28
No activity file was given, so power comes from the tool's default toggle rates.
