$ cat config.mk
export PLATFORM = sky130hd
export DESIGN_NAME = comp
export DESIGN_NICKNAME = comp
export VERILOG_FILES = /design/flow/design.v
export SDC_FILE = /design/flow/constraint.sdc
export NUM_CORES = 4
export LEC_CHECK = 1
export CORE_AREA = 10 10 70 70
export DIE_AREA = 0 0 80 80
$ cat constraint.sdc
current_design comp

set clk_period 1.2
set clk_io_pct 0.2

create_clock -name clk0 -period $clk_period

set non_clock_inputs [all_inputs -no_clocks]
set_input_delay [expr $clk_period * $clk_io_pct] -clock clk0 $non_clock_inputs
set_output_delay [expr $clk_period * $clk_io_pct] -clock clk0 [all_outputs]
$ cat run.sh
#!/bin/bash
# OpenROAD 26Q1-2900-gdf79404cd8, Yosys 0.63+post, stock flow scripts
make -C /OpenROAD-flow-scripts/flow DESIGN_CONFIG=/design/flow/config.mk WORK_HOME=/design/flow/orfs finish
$ cat design.v
module comp(
    input [3:0] A,
    input [3:0] B,
    output C1,C2,C3
);
wire Y1,Y2,Y3,Y4,Y5,Y6,Y7,Y8,Y9,Y10,Y11,Y12,Y13,Y14,Y15,Y16,Y17,Y18,Y19,Y20;
xnor (Y1,A[0],B[0]);
xnor (Y2,A[1],B[1]);
xnor (Y3,A[2],B[2]);
xnor (Y4,A[3],B[3]);
and(C2,Y1,Y2,Y3,Y4);
not(Y5,B[0]);
not(Y6,B[1]);
not(Y7,B[2]);
not(Y8,B[3]);
and(Y9,A[3],Y8);
and(Y10,Y4,A[2],Y7);
and(Y11,A[1],Y6,Y3,Y4);
and(Y12,A[0],Y5,Y2,Y3,Y4);
or(C1,Y9,Y10,Y11,Y12);
not(Y13,A[0]);
not(Y14,A[1]);
not(Y15,A[2]);
not(Y16,A[3]);
and(Y17,Y16,B[3]);
and(Y18,Y15,B[2],Y4);
and(Y19,B[1],Y14,Y4,Y3);
and(Y20,B[0],Y13,Y4,Y3,Y2);
or(C3,Y17,Y18,Y19,Y20);
endmodule
==> run summary <==
starting DRC count in detailed routing: 5
Synth Area per Inst: 7.398 sq um
Total GRT Usage: 1.778%
Flop pwr share: 0%
vias in the first global route: 199
share of layout cells above drive strength 1: 73.68%
status: finished, violations left
critical path required time: 960 ps
cells in synth_stat.txt: 23
Power Density: 322.2 nW/um^2
FF+latch area: 0 sq um
WHS Path Cells: 4
busiest grt layer: met2
detailed placement HPWL: 494.3 microns
worst path cell trace: buf_6, ha_4, buf_6, nand2_4, o221ai_2, buf_2
cell count after synthesis: 23
worst hold start: A[2]
Crit path depth: 6
crit-path most repeated cell: buf_6
Fin. Hold Viols: 0
width of the die: 80 microns
Crit Path Category: primary input to output pin
Yosys Chip Area: 170.2 sq um
Hold Slack: 836.5 ps
Routed wire per std cell: 7.369 microns
drt first pass iters: 2
Flops: 0
Worst-Margin Slew: 145.6 ps
hold_buf cts: 0
largest net degree at the start of global routing: 4
IO buf count: 11
Synth Warn #: 0
CP Launch Type: primary input
largest delay contributor family on the critical path: buffers and inverters
core area: 3416 sq um
Tool Warnings: 37
FP Util: 4.982%
unrepaired setup endpoints after global routing: true
GPL Wtd Cong: 0.6913
Hold EP: C1
initial antenna violation count: 0
Rows: 21
vias per inst: 2.274
met2 usage in global routing: 2.889%
die area: 6400 sq um
sw power: 53.08 uW
f_max: 793.1 MHz
crit path buf inv count: 3
met1 Resource Use GR: 2.109%
max incr delay on CP: 260 ps
Yosys cell types: 7
crit end category: output pin
grt met3 use: 1.023%
Seq/Total Area, Yosys: 0%
overall routed net length: 619 microns
first-pass GRT wire length: 924 microns
clock buf count: 0
failing checks: negative setup slack
crit path max fanout: 3
Final ANT Viol Nets: 0
Vias: 191
Int Pwr: 80.75 uW
final non-filler cell area: 415.4 sq um
final std cells w/o fill: 84
period utilization: 105.1%
final setup vio count: 3
Pins Over Slew Limit: 0
die height: 80 microns
DRC viols: 0
GRT overflow: 0
area grow syn2layout: 144.1%
post-synthesis cell area: 170.2 sq um
# IOs: 11
min cycle time layout: 1261 ps
leakage: 0.0001913 uW
post-route setup slack: -60.94 ps
hold crit path type: primary input to output pin
VDD IR-drop max: 47.65 uV
CP max stage cell: ha_4
diodes inserted: 0
Comb pwr share: 100.0%
utilization after layout: 12.16%
Slew Limit Headroom: 90.29%
maxcap violations: 0
placed inst area: 352.8 sq um
Clk pwr share: 0%
Placed Cells: 82
Sw Ratio: 39.66%
Arr. time, crit path: 1020 ps
routing by layer:
metal / share of wire (%) / up-vias
met4: 0 / 0
li1: - / 104
met2: 48 / 6
met1: 36 / 81
met5: 0 / -
met3: 16 / 0
cells in the mapped netlist (all sizes together):
library cell | n | area [sq um]
ha | 7 | 87.58
a21oi | 3 | 15.01
and4 | 1 | 10.01
inv | 8 | 30.03
nand2 | 2 | 7.510
o221ai | 1 | 15.01
o21ai | 1 | 5.000
worst min-delay path, delay by kind of cell:
family | cells | cell delay [ps]
buf+inv | 2 | 160
compound gates | 1 | 140
simple gates | 1 | 50
power groups by stage:
stage	clock (uW)	combinational, uW	sequential, uW
after CTS	0	126	0
after global routing	0	147	0
final	0	134	0
stage by stage:
stage | TNS (ps) | power [uW] | setup slack [ps]
6_report | -114.3 | 133.8 | -60.94
5_1_grt | -224.2 | 146.7 | -105.6
4_1_cts | -123.3 | 125.9 | -98.64
3_5_place_dp | -2584 | 95.84 | -897.6
3_3_place_gp | -2502 | 94.26 | -869.6
2_1_floorplan | 0 | 35.16 | 142.2
how the worst max path moves through the flow:
stage                 start  endpoint
after CTS              A[3]        C1
after global routing   A[3]        C1
final                  B[3]        C1
cell usage in the layout, fill, tap and decap left out:
cell      count
buf_8         1
o221ai_2      1
ha_4          3
inv_2         3
buf_4         5
nand2_4       1
buf_2         4
a21oi_2       2
nand2_2       1
inv_1         4
ha_1          4
buf_6         5
a21oi_1       1
o21ai_1       1
inv_4         1
and4_4        1
final cells by class:
cell class	instances	area, sq um
fillers	398	3000
repair buffers	15	128.9
inverters	8	32.53
well taps	46	57.56
multi-input cells	15	196.4
timing repair:
item | 4_1_cts | 5_1_grt
setup endpoints to repair | 3 | 3
setup buffers | 1 | 1
pin swaps | 8 | 4
resized | 64 | 1
logic make-up (layout without fill, tap and decap cells):
family	after synthesis	count (layout)	synth area share, %
adders and majority gates	7	7	51.47
and+or+nand+nor	3	3	10.30
AOI/OAI and AO/OA	5	5	20.58
buffers and inverters	8	23	17.65
Power and IR drop assume default switching activity.
